### flow/config.mk
export PLATFORM = sky130hd
export DESIGN_NAME = switchDebounce
export DESIGN_NICKNAME = switchDebounce
export VERILOG_FILES = /design/flow/design.v
export SDC_FILE = /design/flow/constraint.sdc
export NUM_CORES = 4
export LEC_CHECK = 1
export CORE_AREA = 10 10 90 90
export DIE_AREA = 0 0 100 100
### flow/constraint.sdc
current_design switchDebounce

set clk_period 3.1
set clk_io_pct 0.2

create_clock -name clk0 -period $clk_period [get_ports {iclk}]

set non_clock_inputs [all_inputs -no_clocks]
set_input_delay [expr $clk_period * $clk_io_pct] -clock clk0 $non_clock_inputs
set_output_delay [expr $clk_period * $clk_io_pct] -clock clk0 [all_outputs]
### flow/design.v
module switchDebounce(iclk, in_bit, out_state);
    input iclk;
    input in_bit;
    output reg out_state; 
    reg current_bit;
    reg prev_bit;
    reg [15:0] count_bit_diff;
    always @(posedge iclk) begin
        current_bit <= in_bit; 
        prev_bit <= current_bit;
        if(out_state != prev_bit) begin
            count_bit_diff <= count_bit_diff + 1'b1;  
            if(count_bit_diff == 16'hffff) 
                out_state <= ~out_state;  
        end
        else begin
            count_bit_diff <= 0;
        end 
    end 
endmodule
### flow/run.sh
#!/bin/bash
# OpenROAD 26Q1-2900-gdf79404cd8, Yosys 0.63+post, stock flow scripts
make -C /OpenROAD-flow-scripts/flow DESIGN_CONFIG=/design/flow/config.mk WORK_HOME=/design/flow/orfs finish
==> impl_metrics.ini <==
; flow metrics
[floorplan]
fp_util_pct = 12.8
io-pin-count = 3
die_x_um = 100
dieArea_um2 = 10000
die_h_um = 100
core_area_um2 = 6280
row_count = 29

[drt]
drcViolationCount = 0
postRouteAntennaNets = 0
post_drt_wl_per_cell_um = 7.90
vias = 558
antenna_cells_inserted = 0
drtIter0Drc = 51
wirelength_um = 1320
via_per_inst = 3.34
first_pass_iters = 3

[logic_synthesis]
ys_seq_share_pct = 48.7
synthCells = 84
synthFlopType = dfxtp_1
synthArstFlopShare_pct = 0
most_common_cell = dfxtp_1
yosysChipArea_um2 = 801
edf_count = 1
ys_ff = 19
mappedNetlistArea_um2 = 801
ys_types = 25
synth_stat.cells = 84
top_cells_by_area = dfxtp_1, xnor2_1, nor2_1
common_cells = dfxtp_1, nor2_1, xnor2_1, inv_1, nor3_1
avgSynthCellArea_um2 = 9.53
top_area_cell = dfxtp_1
top_cell_area_share_pct = 45.0
yosysWarnings = 1

[global_routing]
antenna_found_initial = 0
grt_pass1_vias = 524
track_usage_pct = 2.75
grt_max_degree = 18
grt_first_pass_wirelength_um = 2290
grt_overflow = 0

[final_timing]
period_needed_ns = 1.72
max_freq_mhz = 580
finClkSkew_ns = 0.000842
relSlewSlack_pct = 78.6
slew_viol_final = 0
rsz0062_at_grt = false
period_used_pct = 55.6
hold_viol = 0
setup_tns_ns = 0
worst_slew_pin_slew_ns = 0.318
setup_viol = 0

[worst_hold_path]
hold_path_class = flop to flop

[clock_network]
numCtsBuffers = 3
clock-sinks = 19
insertion_delay_ns = 0.25
postCtsResizedCells = 0
clkTransAtPathRegs_ns = 0.07
cts_hold_buf = 0
htreeDepth = 1
cts_buffer_depth = 2
cts_setup_buffers = 0
cts_tree = done
root_buffer = clkbuf_8

[worst_setup_path]
endpoint_kind = output port
crit_path_start_kind = flop
cp_num_buf_inv = 1
critPathMaxFanout = 3
critical-path-slowest-cell = clkdlybuf4s50_1
crit_type = flop to output port
required_ns = 2.48
slowest_delay_ns = 0.48
crit_family = buffers and inverters
crit_chain = clkdlybuf4s50_1
crit_arrival_ns = 1.10

[placement]
dpl.hpwl_um = 919
dpl.cell_count = 163
port_buffers = 2
place.gp.congestion = 0.784

[final_layout]
area_delta_synth_final_pct = 20.6
fillers = 689
finish.utilization_pct = 15.4
fin_cells = 167
drive_gt1_share_pct = 12.2

[flow_run]
warning_count = 25
cap_violations = 0

[status]
run_status = finished clean

[power]
vdd_drop_max_v = 0.000240
total_power_mw = 0.435
leakage_nw = 0.296
p_per_area_nw_per_um2 = 450
## kinds of logic (layout without fill, tap and decap cells)
family | Yosys count | count (layout) | share of synthesized area (%)
buf+inv | 6 | 12 | 2.81
compound gates | 4 | 4 | 2.50
simple gates | 41 | 41 | 30.0
xor+xnor | 12 | 12 | 13.1
flops | 19 | 19 | 48.8
mux | 1 | 1 | 1.25
fa+ha+maj | 1 | 1 | 1.56
## registers in the layout (all words and copies together) (netlist names)
signal / count
prev_bit: 1
count_bit_diff: 16
current_bit: 1
out_state: 1
## cells in the final DEF, fill, tap and decap left out, types with 2 or more instances in the layout
cell type and n:
o21ai_0 2, clkbuf_8 3, xnor2_1 10, dfxtp_1 18
nand3_1 4, nand4_2 2, inv_1 5, nand4_1 2
nor2_1 13, xor2_1 2, nand2_1 4, clkdlybuf4s50_1 2
a21oi_1 2, nor4_1 3, nor3_1 5
## area by class of cell
cell class              count  area [um^2]  share of cell area [%]
inverters                   5         18.8                    1.94
clock buffers               4         45.0                    4.66
flip-flops and latches     19          390                    40.4
multi-input cells          59          388                    40.2
well taps                  77         96.3                    9.97
repair buffers              3         27.5                    2.85
## report_power, final
part | switching, mW | total, mW | internal, mW
sequential | 0.00467 | 0.255 | 0.251
combinational | 0.00693 | 0.0131 | 0.00622
clock | 0.0756 | 0.167 | 0.0911
## worst paths after layout
check                           end  slack [ns]               from  cells after the start
setup / recovery          out_state        1.38          out_state                      1
hold / removal             prev_bit        0.33        current_bit                      0
setup reg to reg  count_bit_diff[8]        1.51  count_bit_diff[0]                      4
hold reg to reg            prev_bit        0.33        current_bit                      0
## per-stage QoR
step	setup WS (ns)	instance area [um^2]	hold slack, ns
after floorplan	1.62	801	0.310
after global placement	1.54	921	0.313
after detailed placement	1.53	921	0.312
after CTS	1.35	966	0.329
after global routing	1.32	966	0.341
final	1.38	966	0.328
## per-layer routing
metal | GRT usage [%] | up-vias | wire length, um
li1 | - | 294 | -
met1 | 3.49 | 258 | 661
met2 | 4.08 | 4 | 553
met3 | 1.60 | 2 | 85
met4 | 0.326 | 0 | 19
met5 | 0 | - | 0
